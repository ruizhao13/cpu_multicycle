`run.sh`:
```
#!/bin/bash
# OpenROAD 26Q1-2900-gdf79404cd8, Yosys 0.63+post, stock flow scripts
make -C /OpenROAD-flow-scripts/flow DESIGN_CONFIG=/design/flow/config.mk WORK_HOME=/design/flow/orfs finish
```
`design.v`:
```
`timescale 1ns / 1ps
module control(
      input clk,
      input rst_n, 
      output reg PCWrite,
      output reg Branch,
      output reg [1:0]PCSrc,
      output reg [5:0]ALUControl,
      output reg [1:0]ALUSrcB,
      output reg ALUSrcA,
      output reg RegWrite,
      output reg IorD,
      output reg MemWrite,
      output reg IRWrite,
      input  [5:0]Op,
      input  [5:0]Funct,
      output reg RegDst,
      output reg MemtoReg  
    );
    parameter	A_NOP	= 3'b000;	 	
    parameter   A_ADD 	= 6'b100_000;	
    parameter	A_SUB	= 6'b100010;	
    parameter	A_AND 	= 6'b100100;
    parameter	A_OR  	= 6'b100101;
    parameter	A_XOR 	= 6'b100110;
    parameter	A_NOR   = 6'b100111;
    parameter    IS_POSIT = 6'b111111;
    reg	[3:0]	curr_state, next_state;
    parameter S0 = 4'b0000;  
	parameter S1 = 4'b0001;  
	parameter S2 = 4'b0010;
	parameter S3 = 4'b0011;
	parameter S4 = 4'b0100;
	parameter S5 = 4'b0101;
	parameter S6 = 4'b0110;
	parameter S7 = 4'b0111;
	parameter S8 = 4'b1000;
	parameter S9 = 4'b1001;   
	parameter S10 = 4'b1010;  
	parameter S11 = 4'b1011;
	parameter S12 = 4'b1100;
	parameter S13 = 4'b1101;
	parameter S14 = 4'b1110;
    parameter LW = 6'b100011;
    parameter SW = 6'b101011;
    parameter R_type = 6'b000_000;
    parameter BGTZ = 6'b000111;
    parameter ADDI = 6'b001000;
    parameter JUMP = 6'b000010;
    always @(posedge clk, negedge rst_n)
    begin
    if (~rst_n) begin
      curr_state <= S0;
    end else begin
        curr_state <= next_state;      
    end
    end
    always @ *
    begin
      case (curr_state)
        S0: next_state <= S1;
        S1: next_state <= S2;
        S2: begin
          if (Op == LW || Op == SW) begin
            next_state <= S3;
          end else if (Op == R_type) begin
            next_state <= S8;
          end else if (Op == BGTZ) begin
            next_state <= S10;
          end else if (Op == ADDI) begin
            next_state <= S11; 
          end else if (Op == JUMP) begin
            next_state <= S13;
          end
        end
        S3: begin
          if (Op == LW) begin
            next_state <= S4;
          end else if (Op == SW) begin
            next_state <= S7;
          end 
        end
        S4: next_state <= S5;
        S5: next_state <= S6;
        S6: next_state <= S0;
        S7: next_state <= S0;
        S8: next_state <= S9;
        S9: next_state <= S0;
        S10: next_state <= S0;
        S11: next_state <= S12;
        S12: next_state <= S0;
        S13: next_state <= S0;
        default: next_state = S0;
      endcase
    end
    always@(posedge clk, negedge rst_n)
    begin
      if (~rst_n) begin
        PCWrite <= 0;
        Branch <= 0;
        PCSrc  <= 2'b00;
        ALUControl  <= A_ADD;
        ALUSrcB <= 2'b01;
        ALUSrcA <= 0;
        RegWrite <= 0;
        IorD <= 0;   
        MemWrite <= 0;
        IRWrite <= 0;
      end else if (next_state == S0) begin
        PCWrite <= 0;
        Branch <= 0;
        PCSrc  <= 2'b00;
        ALUControl  <= A_ADD;
        ALUSrcB <= 2'b01;
        ALUSrcA <= 0;
        RegWrite <= 0;
        IorD <= 0;   
        MemWrite <= 0;
        IRWrite <= 0;
      end else if (next_state == S1) begin
        PCWrite <= 1;    
        Branch <= 0;
        PCSrc  <= 2'b00;
        ALUControl  <= A_ADD;
        ALUSrcB <= 2'b01;
        ALUSrcA <= 0;
        RegWrite <= 0;
        IorD <= 0;
        MemWrite <= 0;
        IRWrite <= 1;  
      end else if (next_state == S2) begin 
        PCWrite <= 0;
        Branch <= 0;
        ALUControl  <= A_ADD;
        ALUSrcB <= 2'b11;
        ALUSrcA <= 0;
        RegWrite <= 0;
        MemWrite <= 0;
        IRWrite <= 0;
      end else if (next_state == S3)begin 
        PCWrite <= 0;
        Branch <= 0;
        ALUControl  <= A_ADD;
        ALUSrcB <= 2'b10;
        ALUSrcA <= 1;
        RegWrite <= 0;
        MemWrite <= 0;
        IRWrite <= 0;
      end else if (next_state == S4) begin 
        PCWrite <= 0;
        Branch <= 0;
        ALUControl  <= A_ADD;
        ALUSrcB <= 2'b10;
        ALUSrcA <= 1;
        RegWrite <= 0;
        IorD <= 1;
        MemWrite <= 0;
        IRWrite <= 0;
      end else if (next_state == S5) begin 
        PCWrite <= 0;
        Branch <= 0;
        ALUControl  <= A_ADD;
        ALUSrcB <= 2'b01;
        ALUSrcA <= 0;
        RegWrite <= 0;
        IorD <= 1;
        MemWrite <= 0;
        IRWrite <= 0;
      end else if (next_state == S6) begin 
        RegDst <= 0;
        MemtoReg <= 1;
        RegWrite <= 1;
      end else if (next_state == S7) begin 
        IorD <= 1;
        MemWrite <= 1;
      end else if (next_state == S8) begin 
        ALUSrcA <= 1;
        ALUSrcB <= 2'b00;
        ALUControl <= Funct;
      end else if (next_state == S9) begin
        RegDst <= 1;
        MemtoReg <= 0;
        RegWrite <= 1;
      end else if (next_state == S10) begin
        ALUSrcA <= 1;
        ALUSrcB <= 2'b00;
        ALUControl <= IS_POSIT;
        PCSrc <= 2'b01;
        Branch <= 1;
      end else if (next_state == S11) begin
        ALUSrcA <= 1;
        ALUSrcB <= 2'b10;
        ALUControl <= A_ADD;
      end else if (next_state == S12) begin
        RegDst <= 0;
        MemtoReg <= 0;
        RegWrite <= 1;
      end else if (next_state == S13) begin
        PCSrc <= 2'b10;
        PCWrite <= 1;
      end
    end
endmodule
```
`config.mk`:
```
export PLATFORM = sky130hd
export DESIGN_NAME = control
export DESIGN_NICKNAME = control
export VERILOG_FILES = /design/flow/design.v
export SDC_FILE = /design/flow/constraint.sdc
export NUM_CORES = 4
export LEC_CHECK = 1
export CORE_AREA = 10 10 103 103
export DIE_AREA = 0 0 113 113
```
`constraint.sdc`:
```
current_design control

set clk_period 1.0
set clk_io_pct 0.2

create_clock -name clk0 -period $clk_period [get_ports {clk}]

set non_clock_inputs [all_inputs -no_clocks]
set_input_delay [expr $clk_period * $clk_io_pct] -clock clk0 $non_clock_inputs
set_output_delay [expr $clk_period * $clk_io_pct] -clock clk0 [all_outputs]
```
==> reports/metrics.yaml <==
synth-xor-area-share: 0.0131
gp_congestion: 0.851
num_rows: 33
place_ws_ns: -0.193
endpoint: "ALUSrcB[0]"
ys_sh_aoi: 0.251
relSlewSlack: 0.405
grt_pass1_wl_um: 6470
period_used_share: 1.09
synth_area_per_cell_um2: 8.32
grt_pass1_vias: 1256
cp_top_family: "flip-flops"
core_um2: 8300
postLayoutSetupSlackWorst_ns: -0.0949
intPower_mw: 1.30
dr.pass1.iters: 4
worstSetupPathType: "reg2out"
worstPathCellList: "buf_2"
antenna_found_initial: 0
via_per_inst: 4.19
fp_util: 0.161
netlist_instances: 161
untimed_endpoints: 10
ir_drop_v: 0.000644
track_usage: 0.0596
fmax_mhz: 913
max_stage_delay_ns: 0.54
synth-warning-count: 1
hp-class: "in2async"
path_buffers: 1
antenna_left: 0
top_logic_kind: "AND-OR/OR-AND gates"
leakage_nw: 0.794
gr-total-overflow: 0
cp-end-kind: "output port"
unclocked_regs: 4
grt_max_degree: 24
drt_iter0_drc: 95
fin_skew_ns: 0
hold_violations: 0
startpoint_type: "flop"
ys_types: 36
seq_power_share: 0.570
tool_warnings: 27
worstPathArrival_ns: 0.89
power_switching_uw: 366
ioPinCount: 33
vias: 1292
slowest_stage: "dfstp_2"
drive_gt1_frac: 0.276
drv_cap: 0
tightest_slew_ns: 0.891
crit_cells: 1
comb_power_share: 0.076
area_growth_syn_to_layout_pct: 41.6
switching_share: 0.220
portBuffers: 32
ys_sh_adder: 0
status: "complete, but fails checks"
path_clk_slew_ns: 0.09
ys_ff: 27
netlist_area_um2: 1340
cts_tree: "done"
period_needed_ns: 1.09
post-route-util: 0.229
violations: "setup timing"
r2r-end: "ALUSrcB[0]"
rsz0062_at_grt: "true"
ff2ff_setup_slack_ns: -0.03
dp_hpwl_um: 2850
clock_power_share: 0.354
chip_area_um2: 12800
ys_cells: 161
final_cell_mix: "nor2_1, dfrtp_1, buf_2"
die_h_um: 113
root_buffer: "clkbuf_8"
lay_top_count: "nor2_1"
yosys-stat-area_um2: 1340
ys_sh_mux: 0
worst_ep_required_time_ns: 0.80
drv_slew: 0
r2r_start: "ALUSrcB[0]"
route.antenna.diode_count: 0
clk_latency_ns: 0.26
clockBufferDepth: 2
crit_path_start: "ALUSrcB[0]"
drt_wl_total_um: 3870
critical_path.max_fanout: 2
setup_violations: 4
power_density_nw_per_um2: 876
dieWidth_um: 113
numCtsBuffers: 3
ff2ff_path_depth: 3
ys_sh_simple: 0.212
htree_num_levels: 1
route.detailed.drc: 0
routed_wire_length_per_instance_um: 12.6
## per-layer routing
layer  routed length, µm  track usage
met4                   7      0.00169
met1                1800       0.0797
met3                 155       0.0134
met2                1910        0.101
met5                   0            0
## worst reg2reg max path: stages, from the launching register on
cell and delay, ns:
dfstp_2 0.54, buf_6 0.10, o21ai_2 0.05, a211oi_2 0.26
## synth_stat cells (all sizes together)
cell / instances / area, µm²
nor2: 24 / 90.1
a2111oi: 1 / 15.0
a211oi: 4 / 30.0
nand2b: 3 / 18.8
or3: 2 / 12.5
or4: 1 / 7.51
a311oi: 1 / 8.76
and2: 1 / 6.26
edfxtp: 2 / 60.1
a221o: 1 / 10.0
o41ai: 1 / 8.76
o21ai: 17 / 85.1
a21o: 1 / 7.51
nor4: 1 / 6.26
a22oi: 1 / 7.51
xor2: 2 / 17.5
dfstp: 2 / 52.6
nor3: 6 / 30.0
dfrtp: 19 / 475
nor3b: 1 / 7.51
nand3: 2 / 10.0
inv: 4 / 15.0
a2bb2oi: 1 / 8.76
buf: 1 / 5.00
o31ai: 3 / 22.5
a22o: 1 / 8.76
nand2: 18 / 67.6
a221oi: 1 / 8.76
or3b: 1 / 8.76
o22ai: 2 / 12.5
o21bai: 1 / 7.51
nor2b: 2 / 12.5
clkbuf: 9 / 33.8
dlxtn: 4 / 60.1
or2: 1 / 6.26
a21oi: 19 / 95.1
## how the worst min path moves through the flow
stage     startpoint          to  slack (ns)
6_report       rst_n  ALUSrcB[1]        0.31
5_1_grt        rst_n    PCSrc[1]        0.34
4_1_cts        rst_n    PCSrc[1]        0.32
## registers in the layout (all words and copies together) (netlist names)
signal / cells
ALUControl: 6
curr_state: 4
next_state: 4
ALUSrcB: 2
PCSrc: 2
ALUSrcA: 1
Branch: 1
IRWrite: 1
IorD: 1
MemWrite: 1
MemtoReg: 1
PCWrite: 1
RegDst: 1
RegWrite: 1
## area by class of cell
cell class / instances / area (µm²)
clock buffers: 4 / 45.0
inverters: 4 / 15.0
flip-flops and latches: 27 / 648
fillers: 875 / 6400
well taps: 105 / 131
multi-input cells: 120 / 693
repair buffers: 48 / 364
## kinds of logic (layout without fill, tap and decap cells)
group / Yosys count / count (layout)
latches: 4 / 4
flops: 23 / 23
simple gates: 63 / 63
buf+inv: 14 / 56
xor+xnor: 2 / 2
compound gates: 55 / 55
## timing repair
item | CTS | global route
endpoints found under the setup margin | 20 | 19
hold buffers | 0 | 0
endpoints found under the hold margin | 0 | 0
pin swaps | 5 | 6
resized | 65 | 19
buffers inserted | 4 | 1
## stage by stage
step	power [mW]	instances	cell area [µm²]	hold WS [ns]	setup TNS, ns
after floorplan	0.995	161	1340	-0.0956	0
after global placement	1.09	300	1840	0.499	-1.65
after detailed placement	1.09	300	1840	0.498	-1.77
after CTS	1.69	308	1840	0.323	-0.364
after global routing	1.73	308	1900	0.336	-0.596
final	1.66	308	1900	0.314	-0.220
## power groups by stage
stage     registers (mW)  clock network (mW)  logic (mW)
4_1_cts            0.948               0.613       0.127
6_report           0.948               0.589       0.126
5_1_grt            0.949               0.641       0.140
Power figures rest on the tool's default switching activity, not on a simulated workload.
