--- flow/run.sh ---
#!/bin/bash
# OpenROAD 26Q1-2900-gdf79404cd8, Yosys 0.63+post, stock flow scripts
make -C /OpenROAD-flow-scripts/flow DESIGN_CONFIG=/design/flow/config.mk WORK_HOME=/design/flow/orfs finish
--- flow/config.mk ---
export PLATFORM = sky130hd
export DESIGN_NAME = REG_FILE
export DESIGN_NICKNAME = REG_FILE
export VERILOG_FILES = /design/flow/design.v
export SDC_FILE = /design/flow/constraint.sdc
export NUM_CORES = 4
export LEC_CHECK = 1
export CORE_UTILIZATION = 40
--- flow/constraint.sdc ---
current_design REG_FILE

set clk_period 11.6
set clk_io_pct 0.2

create_clock -name clk0 -period $clk_period [get_ports {clk}]

set non_clock_inputs [all_inputs -no_clocks]
set_input_delay [expr $clk_period * $clk_io_pct] -clock clk0 $non_clock_inputs
set_output_delay [expr $clk_period * $clk_io_pct] -clock clk0 [all_outputs]
--- flow/design.v ---
`timescale 1ns / 1ps
module REG_FILE(
    input clk,
    input rst_n,
    input [4:0] rAddr1,
    input [4:0] rAddr2,
    output [31:0] rDout1,    
    output [31:0] rDout2,
    input [4:0] wAddr,
    input [31:0] wDin,
    input  wEna
    );
    reg [31:0] regfile[0:31];
    assign rDout1 = regfile[rAddr1];
    assign rDout2 = regfile[rAddr2];
    integer i;
    always @(posedge clk)begin
      if ( ~rst_n ) begin
        regfile[0] <= 0;
        regfile[1] <= 0;
        for (i = 2; i < 32; i = i + 1 ) begin
          regfile[i] <= 0;
        end
      end else begin
        if (wEna) begin
          regfile[wAddr] <= wDin;
        end
      end
    end
endmodule
==> impl_metrics.toml <==
# synthesis and place-and-route metrics
[global_route]
grt_pass1_vias = 39000
grt_usage = 0.306
grt_max_degree = 102
grt-ovfl-total = 0
antenna_found_initial = 14
grt_pass1_wl_um = 283000

[die]
num_rows = 136
die_area_um2 = 141000
die.size.y_um = 375
die_x_um = 375
core_um2 = 138000
fp_util = 0.405
pin_count = 114

[clocking]
cts_resized = 0
cts_buffers = 110
path_clk_slew_ps = 60
cts_setup_buffers = 0
cts_sinks = 1024
clock_path_buffers = 3
root_buffer = "clkbuf_16"
cts_tree = "yes"
cts_hold_buf = 0
htree_levels = 3

[drt]
drtAntennaViolNets = 0
vias = 38700
dr.pass1.iters = 6
drtIter0Drc = 2615
finalWirelength_um = 203000
drc_errors = 0
via_per_inst = 5.97
wl_per_cell_um = 31.3

[run]
tool_warnings = 30
max-cap-violations = 0

[power]
peakVddDrop_mv = 0.121
power.leakage_nw = 24.0
powerDensity_nw_per_um2 = 142

[layout]
largest_reg_flops = 1024
final_cell_mix = "1024 x mux2i_1, 1024 x and2_1, 1024 x edfxtp_1"
regMostFlops = "regfile"
reg_top3 = "regfile (1024)"
final.fill_count = 12100
layout-drive-gt1-share = 0.0839
synthToLayoutAreaGrowth_pct = 12.4
register_area_um2 = 30700
combGateArea_um2 = 23700

[logic_synthesis]
avgSynthCellArea_um2 = 12.0
synth_cell_types = 27
yosysWarnings = 1
yosys_area_um2 = 55800
ys.flop_type = "edfxtp_1"
ys_seq_frac = 0.552
synthArstFlopShare = 0
numSynthFlops = 1024
ys_cells = 4646
synth_cells = 4646
edf_count = 1024
synth_area_um2 = 55800

[final_timing]
grt_setup_unrepaired = "false"
clock.fmax_ghz = 0.119
relSlewSlack = 0.350
setup_viol = 0
worst_pin_slew_ps = 971
whs_ps = 2220
finalHoldViolCount = 0
report.final.slew_viol_count = 0
fin_crit_ps = 8390
fin_tns_setup_ps = 0
period_used_share = 0.724

[run_status]
status = "finished, final reports clean"

[hold_path]
worst_hold_startpoint = "rst_n"
min_to = "regfile[7][20]$_SDFFCE_PN0P_"
min_path_type = "in -> reg"
hold_path_depth = 2

[worst_setup_path]
crit_fanout = 26
end_kind = "output pin"
crit_required_ps = 9280
cp-start-kind = "primary input"
arrival_ps = 6070
path_class = "in -> out"

[placement]
gp_congestion = 0.933
port-buffer-count = 113
dp_hpwl_um = 117000
==> critical path: stages <==
cell	delay [ps]
clkdlybuf4s50_1	550
nor2_4	500
buf_4	500
buf_4	500
a22o_1	230
nor3_1	50
a31oi_1	540
nand3_1	330
clkdlybuf4s50_1	500
==> worst max-delay path by stage <==
stage	cells past startpoint	end	startpoint	slack [ps]
final	9	rDout1[10]	rAddr1[0]	3210
after CTS	9	rDout2[10]	rAddr2[2]	3330
after global routing	9	rDout2[10]	rAddr2[2]	3150
==> through the flow <==
| step | total power, mW | util | instance area [µm²] | instances | setup WS [ps] |
|---|---|---|---|---|---|
| after CTS | 8.89 | 0.454 | 62600 | 6466 | 3330 |
| final | 8.88 | 0.455 | 62700 | 6486 | 3210 |
| after detailed placement | 5.54 | 0.430 | 59200 | 6263 | 3350 |
| after floorplan | 5.04 | - | 55800 | 4646 | 5790 |
| after global routing | 9.12 | 0.454 | 62600 | 6471 | 3150 |
| after global placement | 5.53 | 0.430 | 59200 | 6263 | 3370 |
==> cell type report <==
class	instances	area share
Antenna cell	20	0.000799
Clock buffer	138	0.0460
Sequential cell	1024	0.491
Tap cell	1794	0.0358
Timing Repair Buffer	278	0.0401
Clock inverter	65	0.00805
Multi-Input combinational cell	3167	0.378
==> logic make-up after synthesis <==
kind of cell,Yosys count,synth area share
flip-flops,1024,0.552
buffers and inverters,455,0.0349
AND-OR/OR-AND,608,0.0732
AND/OR/NAND/NOR,1535,0.157
multiplexers,1024,0.184
==> routing by layer <==
layer,track usage,wire length (µm),up-vias
met5,0.0278,490,-
met4,0.103,8430,24
met3,0.229,35700,497
met2,0.425,87100,2543
met1,0.370,71300,18700
li1,-,-,16900
==> report_power, final <==
group / internal (mW) / total [mW] / leakage [nW] / switching [mW]
clock network: 1.89 / 3.39 / 1.65 / 1.50
logic: 0.392 / 1.12 / 12.6 / 0.729
registers: 4.27 / 4.37 / 9.74 / 0.0961
total: 6.55 / 8.88 / 24.0 / 2.33
==> Yosys cell counts (4+ instances only) <==
master,n,share of area
buf_4,16,0.0022
and2_1,1026,0.12
nand3_1,193,0.017
nor2_1,33,0.0022
o21ai_0,32,0.0029
nor3_1,64,0.0057
buf_1,23,0.0015
nand2b_1,4,0.00045
nand2_1,197,0.013
nor2b_1,4,0.00045
mux2i_1,1024,0.18
buf_2,126,0.011
a21oi_1,192,0.017
a22o_1,128,0.020
a22oi_1,192,0.026
clkbuf_1,275,0.019
edfxtp_1,1024,0.55
clkbuf_2,15,0.0013
a31oi_1,64,0.0072
Power is estimated from default activity; no workload was simulated.
