[flow/design.v]
`timescale 1ns / 1ps
module ALU(
  input  signed	    [31:0]	alu_a,
  input  signed	    [31:0]	alu_b,
  input	            [5:0]	alu_op,
  output   reg      [31:0]	alu_out,
  output   wire			Zero
);
parameter	A_NOP	= 3'b000;	 	
parameter   A_ADD 	= 6'b100_000;	
parameter	A_SUB	= 6'b100010;	
parameter	A_AND 	= 6'b100100;
parameter	A_OR  	= 6'b100101;
parameter	A_XOR 	= 6'b100110;
parameter	A_NOR   = 6'b100111;
parameter    IS_POSIT = 6'b111111;
always@(*)
begin
  case (alu_op)
  	A_NOP:  alu_out = 0;
  	A_ADD:  alu_out = alu_a + alu_b;
  	A_SUB:  alu_out = alu_a - alu_b;
  	A_AND:  alu_out = alu_a & alu_b;
  	A_OR:   alu_out = alu_a | alu_b;
  	A_XOR:  alu_out = alu_a ^ alu_b;
  	A_NOR:  alu_out = ~(alu_a | alu_b);
  	default:  alu_out = 0;
  endcase
end
assign Zero = (alu_a > 0) ? 1:0;
endmodule
[flow/run.sh]
#!/bin/bash
# OpenROAD 26Q1-2900-gdf79404cd8, Yosys 0.63+post, stock flow scripts
make -C /OpenROAD-flow-scripts/flow DESIGN_CONFIG=/design/flow/config.mk WORK_HOME=/design/flow/orfs finish
[flow/config.mk]
export PLATFORM = sky130hd
export DESIGN_NAME = ALU
export DESIGN_NICKNAME = ALU
export VERILOG_FILES = /design/flow/design.v
export SDC_FILE = /design/flow/constraint.sdc
export NUM_CORES = 4
export LEC_CHECK = 1
export CORE_UTILIZATION = 50
[flow/constraint.sdc]
current_design ALU

set clk_period 24.9
set clk_io_pct 0.2

create_clock -name clk0 -period $clk_period

set non_clock_inputs [all_inputs -no_clocks]
set_input_delay [expr $clk_period * $clk_io_pct] -clock clk0 $non_clock_inputs
set_output_delay [expr $clk_period * $clk_io_pct] -clock clk0 [all_outputs]
==> results.sh <==
# implementation run metrics
export IMPL_grt_pass1_vias=4798
export IMPL_comb_area_mm2=0.00446
export IMPL_postPlaceCellArea_mm2=0.00596
export IMPL_drc=0
export IMPL_drive_gt1_share_pct=2.34
export IMPL_synth_most_common_cell="ha_1"
export IMPL_syn2layout_area_growth_pct=21.7
export IMPL_top_cells_by_count="96 x ha_1, 71 x inv_1, 71 x xnor2_1, 60 x a21oi_1, 56 x nor2_1"
export IMPL_post_route_period_util_pct=59.8
export IMPL_grt_max_degree=68
export IMPL_clkbuf_count=0
export IMPL_pin_count=103
export IMPL_dr_pass1_iters=4
export IMPL_ys_chip_area_mm2=0.00490
export IMPL_path_max_fanout=17
export IMPL_wl_met3_um=754
export IMPL_fill_cells=832
export IMPL_hp_class="in2out"
export IMPL_p_int_w=0.0000516
export IMPL_setup_viol=0
export IMPL_clockPowerShare_pct=0
export IMPL_final_min_clock_period_ps=14890
export IMPL_ys_top_cells_by_area="ha_1 25%, xnor2_1 13%, a21oi_1 6.1%"
export IMPL_antenna_found_initial=0
export IMPL_crit_required_ps=19920
export IMPL_synth_area_mm2=0.00490
export IMPL_final_util_pct=63.6
export IMPL_synthCells=705
export IMPL_vias=5229
export IMPL_tns_ps=0
export IMPL_power_switching_fraction_pct=55.0
export IMPL_rsz0062_at_grt="no"
export IMPL_largest_area_cell="ha_1"
export IMPL_fmaxAchievable_ghz=0.0671
export IMPL_n_sequential_cell=0
export IMPL_wirelength_um=15400
export IMPL_pwr_share_comb_pct=100.0
export IMPL_worst_pin_slew_ps=767
export IMPL_post_cts_setup_buffer_count=0
export IMPL_slew_viol_final=0
export IMPL_grt_total_usage_pct=30.8
export IMPL_wl_per_cell_um=17.1
export IMPL_cp_start_kind="primary input"
export IMPL_gp_congestion=0.972
export IMPL_crit_type="in2out"
export IMPL_port_buffer_count=103
export IMPL_status="complete, no violations"
export IMPL_die_x_um=101
export IMPL_p_leak_nw=2.69
export IMPL_dieArea_mm2=0.0102
export IMPL_tool_warnings=66
export IMPL_ys_cells=705
export IMPL_initCoreUtil_pct=52.2
export IMPL_dp_cells=899
export IMPL_die_h_um=101
export IMPL_post_cts_resized=0
export IMPL_maxCapViolations=0
export IMPL_seqPwrFrac_pct=0
export IMPL_ys_seq_share_pct=0
export IMPL_ant_nets=0
export IMPL_ys_warn_count=1
export IMPL_wl_met2_um=6940
export IMPL_grt_pass1_wl_um=24500
export IMPL_top_cell_area_share_pct=24.5
export IMPL_hold_buffers=0
export IMPL_routed_top_layer="met4"
export IMPL_avgViaCountPerCell=5.82
export IMPL_drt_initial_drc_count=216
export IMPL_syn_area_per_cell_um2=6.94
export IMPL_switchingPower_w=0.0000629
export IMPL_overflow=0
export IMPL_layoutNonFillerInstCount=899
export IMPL_end_kind="primary output"
export IMPL_hpwl_um=12300
export IMPL_power_w=0.000115
export IMPL_arrival_ps=9910
export IMPL_finish_instance_area_mm2=0.00596
export IMPL_seq_area_um2=0
export IMPL_max_vdd_ir_drop_uv=9.73
export IMPL_num_antenna_cells=0
export IMPL_wl_met1_um=7530
export IMPL_hold_viol=0
export IMPL_yosysUniqueCellTypes=57
export IMPL_max_slew_margin_rel_pct=48.4
export IMPL_p_per_area_mw_per_mm2=19.2
export IMPL_rows=35
export IMPL_fp_coreArea_mm2=0.00937
==> routing by layer <==
layer,global-route usage [%],up-vias
met5,0,-
met4,2.23,0
met3,1.62,8
met2,51.3,142
met1,45.6,2414
li1,-,2665
==> cells by family after synthesis <==
kind of cell | share of synthesized area [%]
muxes | 6.13
adders and majority gates | 24.9
xor gates and xnor gates | 14.8
AOI/OAI and AO/OA | 27.0
buffers and inverters | 8.82
and+or+nand+nor | 18.3
==> worst paths after layout <==
check                 start           to  slack (ps)  cells past startpoint
setup / recovery  alu_op[5]  alu_out[30]       10010                     17
hold / removal    alu_a[31]         Zero       10960                      3
==> cell type report <==
type / count / area share, %
well taps: 129 / 2.71
multi-input cells: 590 / 74.9
repair buffers: 109 / 17.9
inverters: 71 / 4.47
==> layout by cell type (no fill, tap or decap), types with 5 or more instances in the layout <==
cell type        instances
nor2_1                  56
mux2i_1                 30
nor3_1                  15
nand4_1                 15
xor2_1                  12
inv_1                   71
and3_1                   5
o21a_1                   7
buf_4                    7
o31ai_1                 11
a211oi_1                11
clkdlybuf4s50_1        101
a21oi_1                 60
o22ai_1                 22
xnor2_1                 71
nor4_1                  10
o211ai_1                 8
a21o_1                  16
nor2b_1                  7
or3_1                    5
nand2_1                 33
nand3_1                 11
ha_1                    96
o21ai_0                 34
==> worst max-delay path: stages <==
cell	delay [ps]
clkdlybuf4s50_1	470
or3b_2	470
nor3_1	160
buf_4	230
nand2_1	210
buf_4	320
nand2_1	90
o21ai_0	130
fa_1	450
nor2b_1	180
o31a_1	190
o31ai_1	170
o311ai_1	520
a41oi_1	290
or4_1	450
nand3_1	120
clkdlybuf4s50_1	470
==> power groups by stage <==
stage         Combinational (W)  Clock (W)  Sequential [W]
CTS                    0.000114          0               0
global route           0.000127          0               0
finish                 0.000115          0               0
==> per-stage QoR <==
stage / hold slack, ps / setup slack, ps
6_report: 10960 / 10010
3_5_place_dp: 10970 / 10010
4_1_cts: 10970 / 10010
2_1_floorplan: 9970 / 11400
3_3_place_gp: 10960 / 10130
5_1_grt: 11000 / 9580
Power and IR drop assume default switching activity.
